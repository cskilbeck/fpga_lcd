==> design/flow/design.v <==
module lcd_driver(
    input wire PIXEL_CLK,
    input wire RESETn,
    output wire HSYNC,
    output wire VSYNC,
    output wire DEN,
    output wire LINE,
    output wire [10:0] XPOS,
    output wire [10:0] YPOS
);
    parameter [10:0] HORIZ_SYNC_END        = 10'd 21;
    parameter [10:0] HORIZ_BACK_PORCH_END  = 10'd 21 + 22;
    parameter [10:0] HORIZ_DISPLAY_END     = 10'd 21 + 22 + 480;
    parameter [10:0] HORIZ_FRONT_PORCH_END = 10'd 21 + 22 + 480 + 1;
    parameter [10:0] HORIZ_END_OF_LINE     = HORIZ_FRONT_PORCH_END - 10'd 1;
    parameter [10:0] VERT_SYNC_END         = 10'd 1;
    parameter [10:0] VERT_BACK_PORCH_END   = 10'd 1 + 6 + 272 + 6;
    parameter [10:0] VERT_DISPLAY_END      = 10'd 1 + 6 + 272;
    parameter [10:0] VERT_FRONT_PORCH_END  = 10'd 1 + 6 + 272 + 6;
    reg [10:0] h_counter;
    reg [10:0] v_counter;
    reg hsync;
    reg vsync;
    reg h_den;
    reg v_den;
    reg line;
    reg eol;
    always @(posedge PIXEL_CLK or negedge RESETn) begin
        if(!RESETn) begin
            hsync <= 1'b1;
            h_den <= 1'b0;
            eol <= 1'b0;
            h_counter <= 10'b0;
        end
        else begin
            if(h_counter == HORIZ_SYNC_END - 1) begin
                line <= 1'b1;
            end
            if(h_counter == HORIZ_SYNC_END) begin
                hsync <= 1'b1;
            end
            if(h_counter == HORIZ_BACK_PORCH_END) begin
                h_den <= 1'b1;
            end
            if(h_counter == HORIZ_DISPLAY_END) begin
                line <= 1'b0;
                h_den <= 1'b0;
            end
            if(h_counter == HORIZ_END_OF_LINE) begin
                eol <= 1'b1;
                h_den <= 1'b0;
            end
            if(h_counter == HORIZ_FRONT_PORCH_END) begin
                eol <= 1'b0;
                hsync <= 1'b0;
                h_counter <= 10'd0;
            end
            else begin
                h_counter <= h_counter + 10'b1;
            end
        end
    end
    always @(posedge PIXEL_CLK or negedge RESETn) begin
        if(!RESETn) begin
            vsync <= 1'b1;
            v_counter <= 10'b0;
            v_den <= 1'b0;
        end
        else if (eol) begin
            if(v_counter == VERT_SYNC_END) begin
                vsync <= 1'b1;
            end
            if(v_counter == VERT_BACK_PORCH_END) begin
                v_den <= 1'b1;
            end
            if(v_counter == VERT_DISPLAY_END) begin
                v_den <= 1'b0;
            end
            if(v_counter == VERT_FRONT_PORCH_END) begin
                v_counter <= 10'd0;
                vsync <= 1'b0;
            end
            else begin
                v_counter <= v_counter + 10'b1;
            end
        end
    end
    assign HSYNC = hsync;
    assign VSYNC = vsync;
    assign DEN = h_den && v_den;
    assign LINE = line;
    assign XPOS = LINE ? (h_counter - HORIZ_BACK_PORCH_END) : 10'd0;
    assign YPOS = LINE ? v_counter : 10'd0;
endmodule
==> design/flow/run.sh <==
#!/bin/bash
# OpenROAD 26Q1-2900-gdf79404cd8, Yosys 0.63+post, stock flow scripts
make -C /OpenROAD-flow-scripts/flow DESIGN_CONFIG=/design/flow/config.mk WORK_HOME=/design/flow/orfs finish
==> design/flow/config.mk <==
export PLATFORM = sky130hd
export DESIGN_NAME = lcd_driver
export DESIGN_NICKNAME = lcd_driver
export VERILOG_FILES = /design/flow/design.v
export SDC_FILE = /design/flow/constraint.sdc
export NUM_CORES = 4
export LEC_CHECK = 1
export CORE_UTILIZATION = 30
==> design/flow/constraint.sdc <==
current_design lcd_driver

set clk_period 2.5
set clk_io_pct 0.2

create_clock -name clk0 -period $clk_period [get_ports {PIXEL_CLK}]

set non_clock_inputs [all_inputs -no_clocks]
set_input_delay [expr $clk_period * $clk_io_pct] -clock clk0 $non_clock_inputs
set_output_delay [expr $clk_period * $clk_io_pct] -clock clk0 [all_outputs]
==> metrics.yaml <==
logic_synthesis:
  yosysWarnings: 1
  synth_area_um2: 1890
  ys_area_um2: 1890
  ys_types: 52
  ff_type: "dfrtp_1"
  yosysTopAreaCell: "dfrtp_1"
  postSynth.asyncResetShare: 0.964
  edf_count: 1
  area_leaders: "dfrtp_1, and2_1, ha_1, xnor2_1, nand2_1"
  top_area_frac: 0.332
  postSynthCellCount: 208
  ys_ff: 28
  syn_area_per_cell_um2: 9.07
  ys_cells: 208
  synth_seq_share: 0.375
sta:
  fin_crit_ns: 2.44
  fmax_ghz: 0.411
  slew_violations: 0
  slew_headroom: 0.594
  hold_violations: 0
  fin_crit_sh: 0.974
  tightest_slew_ns: 0.606
  setup_viol_count_final: 0
  skew_ns: 0.00241
  grt_setup_unrepaired: "true"
route:
  topRoutingLayerUsed: "met4"
  drt-initial-drc-count: 100
  drt-vias-per-instance: 5.10
  routedWlPerCell_um: 13.7
  wl_met1_mm: 2.24
  wirelength_mm: 4.37
  antenna_cells: 0
  dr.pass1.iters: 5
  dr_wl_met2_mm: 1.95
  wl_met3_um: 149
  drc: 0
  vias: 1628
  ant_nets: 0
setup_path:
  worstSetupEndpointType: "output pin"
  crit_type: "flop to output pin"
  critPathArrivalTime_ns: 1.94
  start_kind: "flop"
  cp_data_required_time_ns: 2.00
  crit_fanout: 4
global_routing:
  grt_overflow_total: 0
  grt_pass1_vias: 1444
  track_usage: 0.138
  grt_pass1_wl_mm: 6.97
  grt_max_degree: 28
  antenna_found_initial: 0
clock_tree:
  cts_buffers: 3
  cts_sinks: 28
  cts_hold_buf: 0
  htreeDepth: 1
  cts_root_buffer: "clkbuf_8"
  cts_tree: "done"
  clkLatencyLatePin_ns: 0.27
  clock_path_buffers: 2
  path_clk_slew_ns: 0.10
placed_design:
  port_buffers: 27
  gp_congestion: 0.824
  placed_area_um2: 2270
  hpwl_mm: 3.04
run:
  warnings: 30
  cap_violations: 0
cells_and_area:
  syn2layout_area_growth_pct: 29.9
  final_area_um2: 2450
  drive_gt1_frac: 0.184
  final_core_util: 0.409
  mostFrequentLayoutCells: "dfrtp_1, clkdlybuf4s50_1, nand2_1"
  mostFrequentLayoutCell: "dfrtp_1"
die:
  dieWidth_um: 81.3
  die-height_um: 81.3
  rows: 28
  die_area_um2: 6610
  core_area_um2: 5990
  ios: 28
  initial_utilization: 0.315
min_path:
  hold_path.class: "flop to flop"
power_and_ir_drop:
  power.leakage_nw: 1.10
  ir_worst_vdd_mv: 0.239
  p_per_area_nw_per_um2: 308
status:
  status: "completed"
-- registers in the layout, summed over array words and instances (netlist names) --
signal     count
h_counter     11
v_den          1
eol            1
v_counter     11
line           1
h_den          1
hsync          1
vsync          1
-- cell usage after synthesis (3+ instances only) --
cell type / instances
dfrtp_1: 25
nand2_1: 15
and2_1: 13
nor2_1: 12
buf_2: 11
inv_1: 10
nand3_1: 8
nand4_1: 8
xnor2_1: 7
a21oi_1: 6
a41oi_1: 6
and4_1: 6
nand2b_1: 6
o21ai_0: 6
ha_1: 5
xor2_1: 5
a31oi_1: 4
mux2i_1: 4
a21o_1: 3
clkbuf_1: 3
nor3_1: 3
-- per-stage QoR --
| step | hold slack, ns | cells | TNS, ns | worst slack [ns] | total power, mW |
|---|---|---|---|---|---|
| finish | 0.512 | 319 | 0 | 0.0644 | 0.755 |
| detailed placement | 0.503 | 307 | 0 | 0.0878 | 0.476 |
| global placement | 0.500 | 307 | 0 | 0.0614 | 0.476 |
| floorplan | 0.204 | 208 | 0 | 0.453 | 0.464 |
| global route | 0.541 | 319 | -0.0289 | -0.0289 | 0.786 |
| CTS | 0.526 | 314 | -0.0255 | -0.0207 | 0.763 |
-- repair_timing --
item | in CTS | in global routing
resized | 13 | 16
buffers inserted | 3 | 5
pin swaps | 8 | 6
endpoints found under the setup margin | 5 | 7
-- metal layers --
layer	global-route usage	vias to the layer above
met5	0	-
met3	0.0125	2
met1	0.228	772
met2	0.205	26
met4	0.0125	0
li1	-	828
-- power by group --
part	internal (mW)	switching [mW]	total (mW)
clock	0.141	0.148	0.289
combinational	0.00243	0.00881	0.0112
sequential	0.455	0	0.455
total	0.598	0.156	0.755
-- cell families (layout without fill, tap and decap cells) --
kind of cell	Yosys count	after routing	share of synthesized area
buffers and inverters	25	61	0.0590
xor gates and xnor gates	12	12	0.0557
DFF	28	28	0.375
AOI/OAI and AO/OA	42	42	0.158
adders and majority gates	5	5	0.0332
muxes	5	5	0.0272
and+or+nand+nor	91	91	0.291
-- layout make-up --
class	count	area [um^2]
sequential	28	708
fill	573	3540
tap	75	93.8
inverter	10	37.5
timing repair buffer	47	439
multi-input combinational	155	1120
clock buffer	4	55.1
-- path summary, 6_finish.rpt --
check                                     to  slack [ns]  depth (start not counted)    startpoint
worst max-delay path                 XPOS[8]        0.06                          6  h_counter[0]
min in group asynchronous       v_counter[4]        0.66                          2        RESETn
max in group asynchronous              hsync        1.54                          2        RESETn
worst min-delay path                   v_den        0.51                          1         v_den
worst min register to register         v_den        0.51                          1         v_den
worst max register to register  h_counter[1]        0.81                          4  h_counter[7]
-- worst max-delay path, cell delays in order, from the launching register on --
cell and delay, ns:
dfrtp_1 0.41, ha_2 0.19, or3_4 0.42, buf_6 0.13
a211oi_2 0.22, mux2i_1 0.19, buf_2 0.10
Power figures rest on the tool's default switching activity, not on a simulated workload.
